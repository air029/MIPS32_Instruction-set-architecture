### flow/run.sh
#!/bin/bash
# OpenROAD 26Q1-2900-gdf79404cd8, Yosys 0.63+post, stock flow scripts
make -C /OpenROAD-flow-scripts/flow DESIGN_CONFIG=/design/flow/config.mk WORK_HOME=/design/flow/orfs finish
### flow/config.mk
export PLATFORM = sky130hd
export DESIGN_NAME = MUX4X32
export DESIGN_NICKNAME = MUX4X32
export VERILOG_FILES = /design/flow/design.v
export SDC_FILE = /design/flow/constraint.sdc
export NUM_CORES = 4
export LEC_CHECK = 1
export CORE_AREA = 10 10 76 76
export DIE_AREA = 0 0 86 86
### flow/constraint.sdc
current_design MUX4X32

set clk_period 1.0
set clk_io_pct 0.2

create_clock -name clk0 -period $clk_period

set non_clock_inputs [all_inputs -no_clocks]
set_input_delay [expr $clk_period * $clk_io_pct] -clock clk0 $non_clock_inputs
set_output_delay [expr $clk_period * $clk_io_pct] -clock clk0 [all_outputs]
### flow/design.v
`timescale 1ns / 1ps
module MUX4X32 (A0, A1, A2, A3, S, Y);
input [31:0] A0, A1, A2, A3;
input [1:0] S;
output [31:0] Y;
function [31:0] select;
input [31:0] A0, A1, A2, A3;
input [1:0] S;
case(S)
2'b00: select = A0;
2'b01: select = A1;
2'b10: select = A2;
2'b11: select = A3;
endcase
endfunction
assign Y = select (A0, A1, A2, A3, S);
endmodule
==> impl_metrics.yaml <==
# physical design summary
status:
  violations: "setup timing"
  outcome: "finished with violations"
timing:
  fin_ws_ps: -371
  maxSlewHeadroom: 0.930
  tightestPinTransition_ps: 105
  grt_setup_unrepaired: "yes"
  finalCritPeriodShare: 1.37
  whs_ps: 777
  fmax_mhz: 730
  finalSetupTns_ps: -9640
  finalHoldViolCount: 0
  slew_violations: 0
  finalSetupViolations: 32
  min_period_ps: 1370
synth:
  top_area_cell: "mux4_2"
  avgSynthCellArea_um2: 20.9
  top_cell_area_share: 0.829
  mux_area_frac: 0.894
  synthTopCellsByArea: "mux4_2 83%, buf_12 7.4%, mux4_1 6.5%"
  yosysUniqueCellTypes: 5
  syn_inst: 39
  ys_cells: 39
  synth-compound-area-share: 0
  top_logic_kind: "multiplexers"
  common_cells: "30 x mux4_2, 3 x buf_12, 3 x buf_2"
  ys_area_um2: 815
  synth-xor-area-share: 0
  syn-cell-area_um2: 815
  yosysSeqAreaShare: 0
  simple_gate_area_frac: 0
  ys_warn_count: 1
  fa_ha_area_frac: 0
  synth_dominant_cell_count: "mux4_2"
die:
  dieArea_um2: 7400
  die_w_um: 86
  core_um2: 4120
  fp_util: 0.198
  pin_count: 162
  rows: 23
  die_height_um: 86
global_route:
  antenna_found_initial: 2
  track_usage: 0.160
  grt_pass1_vias: 1476
  grt_max_degree: 17
  grt_pass1_wl_um: 8910
  overflow: 0
cells_and_area:
  seq_cell_count: 0
  fin_cells: 261
  clockBufferCount: 0
  synthToLayoutAreaGrowth_pct: 190
  drive_gt1_frac: 0.388
  final_util: 0.575
  seq_area_um2: 0
worst_setup_path:
  crit_required_ps: 800
  crit_path_max_incr_delay_ps: 490
  end_kind: "output pin"
  cp-start-kind: "primary input"
  startpoint: "S[0]"
  cp_max_fo: 5
  endpoint: "Y[6]"
  crit_top_cell: "buf_12"
  critical_path.slowest_cell: "mux4_2"
  crit_chain: "buf_12 -> buf_12 -> buf_8 -> mux4_2 -> buf_2"
  crit_type: "primary input to output pin"
  critPathArrivalTime_ps: 1170
place:
  hpwl_um: 5300
  dp_cells: 247
  gp_congestion: 0.885
  io_buffers: 162
power_and_ir_drop:
  clock_power_share: 0
  p_leak_nw: 1.17
  p_sw_frac: 0.255
  p_per_area_nw_per_um2: 366
  p_total_mw: 0.867
  p_sw_mw: 0.221
  max-vdd-ir-drop_uv: 163
  p_seq_frac: 0
  p_comb_frac: 1.000
  intPower_mw: 0.646
flow_run:
  log.warning_count: 36
  drv_cap: 0
route:
  viasPerCell: 4.75
  drc: 0
  detail-route-antenna-nets: 0
  wl_per_cell_um: 23.4
  drt-met1-wl_um: 1960
  wl_um: 6100
  route.vias.total: 1239
  first_pass_iters: 4
  wl_met2_um: 3240
  wl_met3_um: 882
  drt-initial-drc-count: 26
  highest_layer: "met4"
min_path:
  hp-class: "primary input to output pin"
clock_tree:
  ctsHoldBuffers: 0
==> cell families (layout without fill, tap and decap cells) <==
logic type	count (synthesis)	count (layout)
buffers and inverters	7	177
other	0	2
multiplexers	32	32
==> layer usage <==
metal  GRT usage  vias to the layer above
met1       0.168                      584
met2       0.287                      101
li1            -                      552
met5           0                        -
met4     0.00599                        0
met3      0.0906                        2
==> cells in the final DEF (no fill, tap or decap), drive strengths merged <==
cell type | Yosys | routed
bufbuf | 0 | 1
mux4 | 32 | 32
diode | 0 | 2
buf | 7 | 48
dlymetal6s2s | 0 | 2
dlygate4sd2 | 0 | 126
==> power groups by stage <==
stage	combinational [mW]	clock (mW)	sequential, mW
CTS	0.878	0	0
global route	0.936	0.000000267	0
finish	0.867	0.000000267	0
==> repair_timing <==
action	CTS	global route
resized	243	4
buffers inserted	7	1
hold endpoints to repair	0	0
cloned	4	0
endpoints found under the setup margin	32	32
==> worst min path at each step <==
stage | cells after the start | end | startpoint | slack [ps]
4_1_cts | 3 | Y[30] | A2[30] | 890
5_1_grt | 3 | Y[30] | A0[30] | 810
6_report | 3 | Y[30] | A0[30] | 780
==> worst max-delay path: cells and delay by family <==
family / cells / cell delay, ps
multiplexers: 1 / 490
buffers and inverters: 4 / 480
==> through the flow <==
step / area (um^2) / setup WS (ps)
finish: 2370 / -371
global route: 2370 / -395
CTS: 2340 / -362
detailed placement: 2470 / -909
global placement: 2470 / -909
floorplan: 823 / -91.6
==> final cells by class <==
class                           instances  area (um^2)
Timing Repair Buffer                  177         1580
Antenna cell                            2         5.00
Tap cell                               50         62.6
Fill cell                             414         1750
Multi-Input combinational cell         32          721
Power is estimated from default activity; no workload was simulated.
