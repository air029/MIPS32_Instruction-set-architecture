$ cat design/flow/config.mk
export PLATFORM = sky130hd
export DESIGN_NAME = INSTMEM
export DESIGN_NICKNAME = INSTMEM
export VERILOG_FILES = /design/flow/design.v
export SDC_FILE = /design/flow/constraint.sdc
export NUM_CORES = 4
export LEC_CHECK = 1
export CORE_AREA = 10 10 78 78
export DIE_AREA = 0 0 88 88
$ cat design/flow/constraint.sdc
current_design INSTMEM

set clk_period 4.2
set clk_io_pct 0.2

create_clock -name clk0 -period $clk_period

set non_clock_inputs [all_inputs -no_clocks]
set_input_delay [expr $clk_period * $clk_io_pct] -clock clk0 $non_clock_inputs
set_output_delay [expr $clk_period * $clk_io_pct] -clock clk0 [all_outputs]
$ cat design/flow/design.v
`timescale 1ns / 1ps
module INSTMEM(Addr,Inst); 
input[31:0]Addr;
output[31:0]Inst;
wire[31:0]Rom[31:0];
assign Rom[5'h00]=32'h20010008; 
assign Rom[5'h01]=32'h3402000C; 
assign Rom[5'h02]=32'h00221820; 
assign Rom[5'h03]=32'h00412022; 
assign Rom[5'h04]=32'h00222824; 
assign Rom[5'h05]=32'h00223025; 
assign Rom[5'h06]=32'h14220001; 
assign Rom[5'h07]=32'hXXXXXXXX;
assign Rom[5'h08]=32'b01110000001000100111100000000010; 
assign Rom[5'h09]=32'h10220002; 
assign Rom[5'h0A]=32'h0800000c; 
assign Rom[5'h0B]=32'hXXXXXXXX;
assign Rom[5'h0C]=32'b00000000001000101000000000100011; 
assign Rom[5'h0D]=32'hAD02000A; 
assign Rom[5'h0E]=32'h8D04000A; 
assign Rom[5'h0F]=32'h10440002; 
assign Rom[5'h10]=32'hXXXXXXXX;
assign Rom[5'h11]=32'hXXXXXXXX;
assign Rom[5'h12]=32'b10100100000100000000000000001100; 
assign Rom[5'h13]=32'h30470009; 
assign Rom[5'h14]=32'b00000000100000100011100000000100; 
assign Rom[5'h15]=32'b00000000001000100100000000101010; 
assign Rom[5'h16]=32'b00000000001000100100100000101010; 
assign Rom[5'h17]=32'b00000000011000100101000000100110; 
assign Rom[5'h18]=32'b00111000010010110000000000111111; 
assign Rom[5'h19]=32'b00111100000011000000000000001111; 
assign Rom[5'h1A]=32'b00000001100010100110100000100111; 
assign Rom[5'h1B]=32'b00101000001011100000000000010000; 
assign Rom[5'h1C]=32'b00011000000000010000000000000001; 
assign Rom[5'h1D]=32'h44444444;
assign Rom[5'h1E]=32'b00000000010001110111100000100001; 
assign Rom[5'h1F]=32'hXXXXXXXX;
assign Inst=Rom[Addr[6:2]];
endmodule
$ cat design/flow/run.sh
#!/bin/bash
# OpenROAD 26Q1-2900-gdf79404cd8, Yosys 0.63+post, stock flow scripts
make -C /OpenROAD-flow-scripts/flow DESIGN_CONFIG=/design/flow/config.mk WORK_HOME=/design/flow/orfs finish
==> results_slide.txt <==
Synthesis and Place & Route Summary

Outcome
  – Status: completed

Power and ir drop
  – Total power: 0.138 mW
  – Leakage: 0.449 nW
  – Ratio of total power to cell area: 107 nW/um2
  – Max IR drop VDD: 0.0000247 V

Cells and area
  – Register area: 0 um2
  – # fillers: 487
  – Share of post-route cells with drive strength above 1: 9.24%
  – Synthesis-to-finish area growth: 37.4%
  – Finished Layout Cells: 236
  – CLK BUF: 0
  – Flops: 0

Die
  – Io pins: 64
  – Row cnt: 24
  – Chip area: 7740 um2
  – Die Height: 88 um
  – Initial Util: 21.2%
  – Core area: 4410 um2
  – Die Wd: 88 um

Worst setup path
  – Critical path startpoint category: primary input
  – CP Class: primary input to primary output
  – Critical path required time: 3.36 ns
  – Worst EP arrival: 2.89 ns
  – Crit end category: primary output
  – Crit-path max FO: 14
  – Crit. Startpoint: Addr[5]

Global routing
  – GRT overflow: 0
  – GRT met2 Usage: 14.3%
  – Met1 global-route usage: 12.2%
  – Vias in the first global route: 1216
  – GRT Total Usage: 8.97%
  – GR peak layer: met2
  – Largest net degree at the start of global routing: 35
  – Initial antenna violation count: 0
  – Met3 Use GR: 2.34%
  – Global-route wire length before repair: 5950 um

Synth
  – Warnings, synthesis: 1
  – Synthesized area: 937 um2
  – Top area cell types: a21oi_1 (9.6%), nor2_1 (8.8%), nand2b_1 (7.3%)
  – Ys cells: 163
  – Area leader, netlist: a21oi_1
  – Synth top cell by count: nor2_1
  – Synth top cells by count: nor2_1 (22), a21oi_1 (18), buf_2 (13)
  – Top-area cell share: 9.61%
  – Distinct cells, synth: 45
  – Register area share after synthesis: 0%
  – Mapped Avg Cell Area: 5.75 um2
  – Yosys Chip Area: 937 um2
  – Post-Synthesis Cells: 163

Hold path
  – Hold Path Class: primary input to primary output
  – Min-Delay Startpoint: Addr[4]

Routing
  – Post-Route WL: 3360 um
  – N_diodes: 0
  – Post-DR vias/cell: 5.14
  – Final ANT Viol Nets: 0
  – Iter 0 DRT Violations: 162
  – Drt pass-1 iters: 4
  – Via Count: 1214
  – Wire per inst: 14.2 um
  – Residual DRC: 0

Final timing
  – Final Slew Violations: 0
  – Unrepaired setup endpoints after global routing: no
  – TNS Setup: 0 ns
  – Endpoints failing hold: 0
  – Minimum clock period: 3.73 ns
  – Fmax: 0.268 GHz
  – Final worst-path setup slack: 0.466 ns
  – Fin Hold WS: 2.83 ns
  – Number of setup violations in the final report: 0
  – Cycle use final: 88.9%

Placed design
  – Placed Instances: 236
  – Worst slack, placed: 0.459 ns
  – GPL Wtd Cong: 0.817
  – IO buf count: 33
  – Dpl hpwl: 2520 um

Run
  – Tool warnings: 59
  – Total of max-cap violations: 0

CTS
  – Postcts setup bufs: 0
  – Post-cts hold buffer count: 0
  – Resized Gates After CTS: 0
-- critical path, stage by stage --
cell and delay (ns):
clkdlybuf4s50_1 0.63, or2_1 0.42, nor2_2 0.25, a311oi_1 0.08, a22oi_1 0.16, clkdlybuf4s50_1 0.51
-- layout make-up --
cell class                 instances  area, um2  share of cell area, %
inverter                           3       11.3                  0.875
timing repair buffer              43        418                   32.5
multi-input combinational        138        793                   61.6
tap                               52       65.1                   5.05
-- logic make-up (layout without fill, tap and decap cells) --
family                    count (synthesis)  in the layout  share of synthesized area [%]
and+or+nand+nor                          66             66                           34.4
AOI/OAI and AO/OA                        63             63                           43.9
buffers and inverters                    28             46                           16.6
xor gates and xnor gates                  5              5                           4.67
other                                     1              4                          0.400
-- final timing paths --
| kind | end | cells past startpoint |
|---|---|---|
| setup / recovery | Inst[3] | 6 |
| hold / removal | Inst[12] | 4 |
-- layout by cell type (no fill, tap or decap), drive strengths merged, types with 2 or more instances in the layout --
master / Yosys / routed
or2: 3 / 3
a311oi: 2 / 2
o32ai: 2 / 2
xor2: 2 / 2
o221ai: 2 / 2
clkdlybuf4s50: 0 / 33
a31oi: 4 / 4
nand3: 2 / 2
xnor2: 3 / 3
nand2: 11 / 11
nor3: 8 / 8
conb: 1 / 4
nand2b: 11 / 11
nor2: 24 / 24
nor2b: 2 / 2
o21ai: 13 / 13
a21oi: 19 / 19
a211oi: 2 / 2
buf: 22 / 10
o21a: 2 / 2
o22ai: 5 / 5
inv: 3 / 3
and3: 2 / 2
-- where the power goes --
| group | switching [mW] | internal [mW] |
|---|---|---|
| Sequential | 0 | 0 |
| Clock | 0 | 0 |
| Combinational | 0.0655 | 0.0725 |
-- per-stage QoR --
step,util [%],area [um2]
2_1_floorplan,-,948
3_3_place_gp,29.2,1290
3_5_place_dp,29.2,1290
4_1_cts,29.2,1290
5_1_grt,29.2,1290
6_report,29.2,1290
-- metal layers --
| metal | vias to the layer above | wire length (um) |
|---|---|---|
| met4 | 0 | 0 |
| met1 | 554 | 1490 |
| li1 | 617 | - |
| met3 | 0 | 309 |
| met5 | - | 0 |
| met2 | 43 | 1560 |
Power is estimated from default activity; no workload was simulated.
