==> flow/design.v <==
`timescale 1ns / 1ps
module DATAMEM(Addr,Din,Clk,We,Dout, type_load,Re);
input[31:0]Addr,Din;
input Clk,We,Re;
input type_load;
output[31:0]Dout;
reg[31:0]Ram[31:0];
assign Dout=Ram[Addr[6:2]];
always@(posedge Clk)begin
if(We)
if(type_load == 0)
Ram[Addr[6:2]]<=Din;
else if(type_load == 1)
Ram[Addr[6:2]][15:0]<=Din[15:0];
end
integer i;
initial begin
for(i=0;i<32;i=i+1)
Ram[i]=0;
end
endmodule
==> flow/run.sh <==
#!/bin/bash
# OpenROAD 26Q1-2900-gdf79404cd8, Yosys 0.63+post, stock flow scripts
make -C /OpenROAD-flow-scripts/flow DESIGN_CONFIG=/design/flow/config.mk WORK_HOME=/design/flow/orfs finish
==> flow/config.mk <==
export PLATFORM = sky130hd
export DESIGN_NAME = DATAMEM
export DESIGN_NICKNAME = DATAMEM
export VERILOG_FILES = /design/flow/design.v
export SDC_FILE = /design/flow/constraint.sdc
export NUM_CORES = 4
export LEC_CHECK = 1
export CORE_UTILIZATION = 40
==> flow/constraint.sdc <==
current_design DATAMEM

set clk_period 7.4
set clk_io_pct 0.2

create_clock -name clk0 -period $clk_period [get_ports {Clk}]

set non_clock_inputs [all_inputs -no_clocks]
set_input_delay [expr $clk_period * $clk_io_pct] -clock clk0 $non_clock_inputs
set_output_delay [expr $clk_period * $clk_io_pct] -clock clk0 [all_outputs]
==> results.txt <==
The implementation run finished. The flow ran to the end, and the final reports show no timing, DRC or antenna violations. The worst setup path is captured at a primary output. Maximum count of clock buffers along a single path landed at 3.

Number of H-tree levels landed at 3. Tally of nets with antenna violations remaining after routing landed at 0. For the final routed database, the setup TNS stands at 0 ps. Simple-gate share of the synthesized area landed at 2.63%. Number of iterations in the first detailed-routing pass landed at 21.

Once layout is complete, the cells apart from fillers number 3660. Via density per instance landed at 5.40. Summed over all layers, the routed wires come to 88300 um. In the CTS report, the clock slew at the register clock pins of the worst setup and hold paths is listed as 60 ps. The report lists the number of cells resized after CTS as 0.

Number of buffers inserted by hold repair at cts landed at 0. Wire length of the first global-routing pass landed at 129000 um. Wire length per cell landed at 24.1 um. The analysis attributes to cell leakage a power of 15.5 nW. Count of library flops with an enable pin landed at 1024.

Die area landed at 99300 um^2. The vertical die dimension reported for this design is 315 um. In this run, synthesis produced a sequential element count of 1024. TritonCTS built the clock tree.

Looking at the VDD voltage map, the peak drop is 0.000327 V. Looking at the setup timing report, the critical path kind is in -> out. Cells fill 46.7% of the core in the end. Flip-flop count of the largest register, all copies and words added landed at 1024. Hold slack landed at 1640 ps. Mapped cell area landed at 39200 um^2.

Clock tree synthesis selected as its root buffer the cell sky130_fd_sc_hd__clkbuf_16. Number of global-route vias before repair landed at 20685. The synthesis report names the predominant flop master as sky130_fd_sc_hd__edfxtp_1.

Headroom to the max-slew limit came out at 31.6%. I/O pin count landed at 100. Counting flops with an async set or reset pin after synthesis yields a share of 0%.

Count of cell types in the netlist landed at 22. Total via count after detailed routing landed at 19775. Initial antenna violation count landed at 6. The clock period could shrink to 6550 ps. Maximum number of pins on one net before global-route repair landed at 99. The commonest cells after synthesis are 1024 x sky130_fd_sc_hd__edfxtp_1, 512 x sky130_fd_sc_hd__mux2i_1, 256 x sky130_fd_sc_hd__o22ai_1, 97 x sky130_fd_sc_hd__buf_2, 65 x sky130_fd_sc_hd__nor2_1.

The flow reported a cell area power density of 259 nW/um^2. Note, the detailed placer reported a final HPWL of 50200 um. Post-route period utilization is reported as 88.6%. Per the synthesis report, the adder-cell share of the synthesized area is 0%. Grouping non-sequential cells by family puts the most area in multiplexers.

Total clock sinks landed at 1024. Row count landed at 114. Per Yosys stat, the portion of area used by sequential elements is 78.4%. Looking at the critical path, the highest net fanout was 24. STA classifies the critical path startpoint as an input pin.

Of all cell types, the one taking the most synthesized area is sky130_fd_sc_hd__edfxtp_1. Initial standard-cell utilization of the core landed at 40.5%. After Yosys synthesis, XOR and XNOR cells account for 0% of the synthesized area. Number of CTS-inserted buffers landed at 100.

Synthesis warning total landed at 1. The global routing report lists combined usage of all routing layers as 19.5%. Final routed DRC violation total landed at 0. In this run the post-CTS setup repair buffer count came out at 0. Routability-driven placement finished with a final weighted congestion of 0.845. Global routing finished with a remaining overflow of 0. Per the final timing report, the hold violations number 0. According to the timing report, the data required time at the worst endpoint equals 5920 ps.

Per the placement log, port buffering inserted 71 buffers. Total setup violations reported at the end of the flow landed at 0. Data arrival time of the critical path landed at 5070 ps. Per the run summary, max-cap violations total 0. Yosys instantiated no cell more often than sky130_fd_sc_hd__edfxtp_1.

The layout summary lists the proportion of cells stronger than drive strength 1 as 14.9%. The synthesized netlist has a Yosys-reported chip area of 39200 um^2. The final timing report lists a max-slew violation count of 0. Per the synthesis report, the AND-OR/OR-AND share of the synthesized area is 4.08%.

After the first detailed-routing iteration, the DRC count stood at 1020. The flow measured a signed area growth from synthesis to layout of 15.3%. Area inside the core boundary landed at 96900 um^2. Highest attainable clock frequency landed at 153 MHz. The tool warning count for the run is 54. The synth_stat.txt file lists the number of cells as 2117.

The main area contributors are sky130_fd_sc_hd__edfxtp_1 78%, sky130_fd_sc_hd__mux2i_1 13%, sky130_fd_sc_hd__o22ai_1 4.1%. For the pin with the worst max-slew slack, the measured transition is 1020 ps. Setup slack after layout landed at 846 ps. Checking hold timing, the worst path is listed with class in -> reg. Setup repair after global routing left no endpoint under its margin. Yosys reports the multiplexer fraction of the synthesized area as 13.1%. The horizontal die dimension reported for this design is 315 um.

Total instance count after detailed placement landed at 3477. Post-placement worst setup slack landed at 922 ps. In this run the biggest area consumer among cell types represents 78.4% of the synthesized area. Dividing the synthesized area by the synthesized cell count gives 18.5 um^2.

In the final layout, the fill cell count is 7836. Synthesized instance count landed at 2117.
==> cells by family (layout without fill, tap and decap cells) <==
logic type	Yosys count	in the layout
compound gates	256	256
simple gates	193	193
buf+inv	132	397
mux	512	512
flops	1024	1024
other cells	0	2
==> final timing paths <==
kind | start | end | depth (start not counted)
worst max-delay path | Addr[5] | Dout[5] | 7
worst min-delay path | Din[19] | Ram[28][19] | 2
==> layout by cell type, fill, tap and decap left out, types with 2 or more instances in the layout <==
master                            Yosys  routed
sky130_fd_sc_hd__clkinv_2             0      18
sky130_fd_sc_hd__edfxtp_1          1024    1024
sky130_fd_sc_hd__clkbuf_1            21      26
sky130_fd_sc_hd__nand4b_1             4       4
sky130_fd_sc_hd__nand2_1             33      33
sky130_fd_sc_hd__clkinv_1             0      24
sky130_fd_sc_hd__or4b_1               3       2
sky130_fd_sc_hd__clkinvlp_4           0       3
sky130_fd_sc_hd__clkbuf_16            0     103
sky130_fd_sc_hd__mux2i_1            512     512
sky130_fd_sc_hd__nor4_1              64      64
sky130_fd_sc_hd__clkdlybuf4s50_1      0      70
sky130_fd_sc_hd__nand3_1              2       2
sky130_fd_sc_hd__o22ai_1            256     256
sky130_fd_sc_hd__nand4bb_2            0       6
sky130_fd_sc_hd__nor2_2               0      64
sky130_fd_sc_hd__or2_2                3       3
sky130_fd_sc_hd__nand3b_1             5       5
sky130_fd_sc_hd__bufinv_16            0       4
sky130_fd_sc_hd__or3b_2               2       2
sky130_fd_sc_hd__diode_2              0       2
sky130_fd_sc_hd__buf_12               0       7
sky130_fd_sc_hd__buf_4                0     138
==> where the power goes <==
group / leakage (nW) / switching [mW] / internal [mW] / total [mW]
Combinational: 4.78 / 0.337 / 0.223 / 0.560
Sequential: 9.22 / 0.0110 / 6.44 / 6.45
Clock: 1.49 / 2.02 / 2.68 / 4.70
==> cell type report <==
type	instances	area [um^2]	share of cell area, %
clock inverters	52	378	0.835
well taps	1276	1600	3.53
repair buffers	216	1890	4.18
diodes	2	5.00	0.0111
flip-flops and latches	1024	30700	68.0
multi-input cells	961	7950	17.6
clock buffers	129	2680	5.91
==> metrics by stage <==
stage	instance area (um^2)	power, mW
6_report	45200	11.7
3_5_place_dp	42200	7.14
4_1_cts	45200	11.8
5_1_grt	45200	12.1
3_3_place_gp	42200	7.12
2_1_floorplan	39200	6.84
==> critical path: stages <==
cell and delay, ps:
sky130_fd_sc_hd__clkdlybuf4s50_1 820, sky130_fd_sc_hd__nand4b_1 770, sky130_fd_sc_hd__buf_4 370, sky130_fd_sc_hd__o22ai_1 100, sky130_fd_sc_hd__nor4_1 800, sky130_fd_sc_hd__nand2_1 250
sky130_fd_sc_hd__clkdlybuf4s50_1 460
==> layer usage <==
layer	track usage, %	vias up	routed length (um)
met5	0.870	-	33
met4	4.35	6	2180
li1	-	8979	-
met1	22.0	9525	28900
met3	14.8	130	14400
met2	29.8	1135	42800
Power and IR drop assume default switching activity.
